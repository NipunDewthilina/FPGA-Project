==> ./design.v <==
module control (
    input clk,
    input [15:0] z,
    input [5:0] instruction,
    input start_process,
    output reg [2:0] alu_op,
    output reg [15:0] write_en,
    output reg [15:0] inc_en,
    output reg [15:0] clr_en,
    output reg [3:0] read_en,
    output reg end_process
);
    reg [5:0] present = 6'd43;
    reg [5:0] next = 6'd43;
    wire [9:0] address = 10'd0;
    wire [15:0] instruction_ext = {address,instruction};
    localparam 
    start1 =     6'd43,
    fetch1 =     6'd1,
    fetch2 =     6'd2,
    ldac1 =      6'd3,
    ldac2 =      6'd4,
    ldiac1 =     6'd5,
    ldiac2 =     6'd6,
    ldiac3 =     6'd7,  
    stac1 =      6'd8,
    mvac1 =      6'd9,
    mvacar =     6'd10,
    mvacr1 =     6'd11,
    mvacr2 =     6'd12,
    mvacr3 =     6'd13,
    mvacr4 =     6'd14,
    mvr1ac =     6'd15,
    mvr2ac =     6'd16,
    mvr3ac =     6'd17,
    mvr4ac =     6'd18,
    add1 =       6'd19,
    mult1 =      6'd20,
    lshift1 =    6'd21,
    sub1 =       6'd22,
    add1x =      6'd38,
    mult1x =     6'd39,
    lshift1x =   6'd40,
    sub1x =      6'd41,
    inac1 =      6'd23,
    jpnz1 =      6'd24,
    jpnz2 =      6'd25,
    nop1 =       6'd28,
    clac1 =      6'd30,
    endop =      6'd31,
    ldac1x =     6'd32,
    ldac2x =     6'd33,
    ldiac1x =    6'd34,
    ldiac2x =    6'd35,
    stac1x =     6'd36,
    fetch1x =    6'd37,
    stiac1 =     6'd26,
    stiac2 =     6'd27,
    stiac2x=     6'd42,
    lshift_1=    6'd44,
    lshift_1x=   6'd56,
    rshift_1=    6'd45,
    rshift_1x=   6'd57,
    stiac_rm1=   6'd46,
    stiac_rm1x=  6'd47,
    stiac_rm1y=  6'd48,
    stiac_rm2=   6'd49,
    stiac_rm2x=  6'd50,
    stiac_rm2y=  6'd51,
    stiac_rm3=   6'd52,
    stiac_rm3x=  6'd53,
    stiac_rm3y=  6'd54,
    stiac_rm4=   6'd55,
    stiac_rm4x=  6'd58,
    stiac_rm4y=  6'd59;
    always @(posedge clk) 
        present <= next;
    always @(posedge clk) begin 
        if (present == endop)
            end_process <= 1'd1;
        else
            end_process <= 1'd0;
    end
    always @(present or z or instruction_ext or start_process) begin
        case (present)
            start1: begin
                read_en <= 4'd0;
                write_en <=     16'b0000000000000000;
                inc_en <=       16'b0000000000000000;
                clr_en <=       16'b0000000000000010;
                alu_op <= 3'd0;
                if (start_process == 1)
                    next <= fetch1;
                else begin
                    next <= start1;
                end
            end
            fetch1: begin
                read_en <= 4'd13;  
                write_en <=     16'b0000000000001000; 
                inc_en <=       16'b0000000000000000;
                clr_en <=       16'b0000000000000000;
                alu_op <= 3'd0;
                next <= fetch2;
            end
            fetch2: begin 
                read_en <= 4'd0;
                write_en <=     16'b0000000000000000;
                inc_en <=       16'b0000000000000000; 
                clr_en <=       16'b0000000000000000;
                alu_op <= 3'd0;
                next <= instruction_ext[5:0] ;
            end
            ldac1: begin  
                read_en <= 4'd5;  
                write_en <=     16'b0000000000000100;  
                inc_en <=       16'b0000000000000000;
                clr_en <=       16'b0000000000000000;
                alu_op <= 3'd0;
                next <= ldac2;
            end
            ldac2: begin  
                read_en <= 4'd12;  
                write_en <=     16'b0000000000010000;  
                inc_en <=       16'b0000000000000010;
                clr_en <=       16'b0000000000000000;
                alu_op <= 3'd0;
                next <= fetch1;
            end
            ldiac1: begin  
                read_en <= 4'd4;  
                write_en <=     16'b0000000000000100;  
                inc_en <=       16'b0000000000000000;
                clr_en <=       16'b0000000000000000;
                alu_op <= 3'd0;
                next <= ldiac1x;
            end
            ldiac1x : begin  
                read_en <= 4'd0;  
                write_en <=     16'b0000000000000000;  
                inc_en <=       16'b0000000000000000;
                clr_en <=       16'b0000000000000000;
                alu_op <= 3'd0;
                next <= ldiac2;
            end
            ldiac2: begin  
                read_en <= 4'd12;  
                write_en <=     16'b0000000000010000;  
                inc_en <=       16'b0000000000000010;
                clr_en <=       16'b0000000000000000;
                alu_op <= 3'd0;
                next <= fetch1;
            end
            stac1: begin  
                read_en <= 4'd5;  
                write_en <=     16'b0000100000000000;  
                inc_en <=       16'b0000000000000000;
                clr_en <=       16'b0000000000000000;
                alu_op <= 3'd0;
                next <= stac1x;
            end
            stac1x: begin  
                read_en <= 4'd5; 
                write_en <=     16'b0000000000000000; 
                inc_en <=       16'b0000000000000010; 
                clr_en <=       16'b0000000000000000;
                alu_op <= 3'd0;
                next <= fetch1;
            end
            stiac1 : begin
                read_en <= 4'd4;  
                write_en <= 16'b0000000000000100;  
                inc_en <= 16'b0000000000000000;
                clr_en <= 16'b0000000000000000;
                alu_op <= 3'd0;
                next <= stiac2;
            end
            stiac2 : begin
                read_en <= 4'd5;  
                write_en <= 16'b0000100000000000;  
                inc_en <= 16'b0000000000000000;
                clr_en <= 16'b0000000000000000;
                alu_op <= 3'd0;
                next <= stiac2x;
            end
            stiac2x : begin
                read_en <= 4'd5;  
                write_en <= 16'b0000000000000000; 
                inc_en <= 16'b0000000000000010; 
                clr_en <= 16'b0000000000000000;
                alu_op <= 3'd0;
                next <= fetch1;
            end
            stiac_rm1 : begin
                read_en <= 4'd4;  
                write_en <= 16'b0000000000000100;  
                inc_en <= 16'b0000000000000000; 
                clr_en <= 16'b0000000000000000;
                alu_op <= 3'd0;
                next <= stiac_rm1x;
            end
            stiac_rm1x : begin
                read_en <= 4'd5;  
                write_en <= 16'b0000000000000001;  
                inc_en <= 16'b0000000000000000;
                clr_en <= 16'b0000000000000000;
                alu_op <= 3'd0;
                next <= stiac_rm1y;
            end
            stiac_rm1y : begin
                read_en <= 4'd5;  
                write_en <= 16'b0000000000000000; 
                inc_en <= 16'b0000000000000010; 
                clr_en <= 16'b0000000000000000;
                alu_op <= 3'd0;
                next <= fetch1;
            end
            stiac_rm2 : begin
                read_en <= 4'd4;  
                write_en <= 16'b0000000000000100;  
                inc_en <= 16'b0000000000000000; 
                clr_en <= 16'b0000000000000000;
                alu_op <= 3'd0;
                next <= stiac_rm2x;
            end
            stiac_rm2x : begin
                read_en <= 4'd5;  
                write_en <= 16'b1000000000000000;  
                inc_en <= 16'b0000000000000000;
                clr_en <= 16'b0000000000000000;
                alu_op <= 3'd0;
                next <= stiac_rm2y;
            end
            stiac_rm2y : begin
                read_en <= 4'd5;  
                write_en <= 16'b0000000000000000; 
                inc_en <= 16'b0000000000000010; 
                clr_en <= 16'b0000000000000000;
                alu_op <= 3'd0;
                next <= fetch1;
            end
            stiac_rm3 : begin
                read_en <= 4'd4;  
                write_en <= 16'b0000000000000100;  
                inc_en <= 16'b0000000000000000; 
                clr_en <= 16'b0000000000000000;
                alu_op <= 3'd0;
                next <= stiac_rm3x;
            end
            stiac_rm3x : begin
                read_en <= 4'd5;  
                write_en <= 16'b0100000000000000;  
                inc_en <= 16'b0000000000000000;
                clr_en <= 16'b0000000000000000;
                alu_op <= 3'd0;
                next <= stiac_rm3y;
            end
            stiac_rm3y : begin
                read_en <= 4'd5;  
                write_en <= 16'b0000000000000000; 
                inc_en <= 16'b0000000000000010; 
                clr_en <= 16'b0000000000000000;
                alu_op <= 3'd0;
                next <= fetch1;
            end
            stiac_rm4 : begin
                read_en <= 4'd4;  
                write_en <= 16'b0000000000000100;  
                inc_en <= 16'b0000000000000000; 
                clr_en <= 16'b0000000000000000;
                alu_op <= 3'd0;
                next <= stiac_rm4x;
            end
            stiac_rm4x : begin
                read_en <= 4'd5;  
                write_en <= 16'b0010000000000000;  
                inc_en <= 16'b0000000000000000;
                clr_en <= 16'b0000000000000000;
                alu_op <= 3'd0;
                next <= stiac_rm4y;
            end
            stiac_rm4y : begin
                read_en <= 4'd5;  
                write_en <= 16'b0000000000000000; 
                inc_en <= 16'b0000000000000010; 
                clr_en <= 16'b0000000000000000;
                alu_op <= 3'd0;
                next <= fetch1;
            end
            mvac1: begin
                read_en <= 4'd5;  
                write_en <=     16'b000000000100000;  
                inc_en <=       16'b0000000000000010;
                clr_en <=       16'b0000000000000000;
                alu_op <= 3'd0;
                next <= fetch1;
            end
            mvacar: begin
                read_en <= 4'd5;  
                write_en <=     16'b0000000000000100;  
                inc_en <=       16'b0000000000000010;
                clr_en <=       16'b0000000000000000;
                alu_op <= 3'd0;
                next <=  fetch1;
            end
            mvacr1: begin
                read_en <= 4'd5;  
                write_en <=     16'b0000010000000000;  
                inc_en <=       16'b0000000000000010;
                clr_en <=       16'b0000000000000000;
                alu_op <= 3'd0;
                next <= fetch1;
            end
            mvacr2: begin
                read_en <= 4'd5;  
                write_en <=     16'b0000001000000000;  
                inc_en <=       16'b0000000000000010;
                clr_en <=       16'b0000000000000000;
                alu_op <= 3'd0;
                next <= fetch1;
            end
            mvacr3: begin
                read_en <= 4'd5;  
                write_en <=     16'b0000000100000000;  
                inc_en <=       16'b0000000000000010;
                clr_en <=       16'b0000000000000000;
                alu_op <= 3'd0;
                next <= fetch1;
            end
            mvacr4: begin
                read_en <= 4'd5;  
                write_en <=     16'b0000000010000000;  
                inc_en <=       16'b0000000000000010;
                clr_en <=       16'b0000000000000000;
                alu_op <= 3'd0;
                next <=  fetch1;
            end
            mvr1ac: begin
                read_en <= 4'd7;  
                write_en <=     16'b0000000000010000;  
                inc_en <=       16'b0000000000000010;
                clr_en <=       16'b0000000000000000;
                alu_op <= 3'd0;
                next <=  fetch1;
            end
            mvr2ac: begin
                read_en <= 4'd8;  
                write_en <=     16'b0000000000010000;  
                inc_en <=       16'b0000000000000010;
                clr_en <=       16'b0000000000000000;
                alu_op <= 3'd0;
                next <=  fetch1;
            end
            mvr3ac: begin
                read_en <= 4'd9;  
                write_en <=     16'b0000000000010000;  
                inc_en <=       16'b0000000000000010;
                clr_en <=       16'b0000000000000000;
                alu_op <= 3'd0;
                next <= fetch1;
            end
            mvr4ac: begin
                read_en <= 4'd10;  
                write_en <=     16'b0000000000010000;  
                inc_en <=       16'b0000000000000010;
                clr_en <=       16'b0000000000000000;
                alu_op <= 3'd0;
                next <=  fetch1;
            end
            add1: begin
                read_en <= 4'd0; 
                write_en <=     16'b0001000000000000;   
                inc_en <=       16'b0000000000000000;
                clr_en <=       16'b0000000000000000;
                alu_op <=       3'd1;  
                next <=  add1x;
            end
            add1x: begin
                read_en <= 4'd0; 
                write_en <=     16'b0001000000000000;   
                inc_en <=       16'b0000000000000010;
                clr_en <=       16'b0000000000000000;
                alu_op <=       3'd0;  
                next <= fetch1;
            end
            sub1: begin
                read_en <= 4'd0; 
                write_en <=     16'b0001000000000000;   
                inc_en <=       16'b0000000000000000;
                clr_en <=       16'b0000000000000000;
                alu_op <= 3'd2;  
                next <=  sub1x;
            end
            sub1x: begin
                read_en <= 4'd0; 
                write_en <=     16'b0001000000000000;   
                inc_en <=       16'b0000000000000010;
                clr_en <=       16'b0000000000000000;
                alu_op <= 3'd0;  
                next <= fetch1;
            end
            mult1: begin
                read_en <= 4'd0; 
                write_en <=     16'b0001000000000000;   
                inc_en <=       16'b0000000000000000;
                clr_en <=       16'b0000000000000000;
                alu_op <= 3'd3;  
                next <=  mult1x;
            end
            mult1x: begin
                read_en <= 4'd0; 
                write_en <=     16'b0001000000000000;   
                inc_en <=       16'b0000000000000010;
                clr_en <=       16'b0000000000000000;
                alu_op <= 3'd0;  
                next <= fetch1;
            end
            lshift1: begin
                read_en <= 4'd0; 
                write_en <=     16'b0001000000000000;  
                inc_en <=       16'b0000000000000000;
                clr_en <=       16'b0000000000000000;
                alu_op <= 3'd4;  
                next <=  lshift1x;
            end
            lshift1x: begin
                read_en <= 4'd0; 
                write_en <=     16'b0001000000000000;  
                inc_en <=       16'b0000000000000010;
                clr_en <=       16'b0000000000000000;
                alu_op <= 3'd0;  
                next <= fetch1;
            end
            lshift_1: begin
                read_en <= 4'd0; 
                write_en <=     16'b0001000000000000;  
                inc_en <=       16'b0000000000000000;
                clr_en <=       16'b0000000000000000;
                alu_op <= 3'd5;  
                next <=  lshift_1x;
            end
            lshift_1x: begin
                read_en <= 4'd0; 
                write_en <=     16'b0001000000000000;  
                inc_en <=       16'b0000000000000010;
                clr_en <=       16'b0000000000000000;
                alu_op <= 3'd0;  
                next <= fetch1;
            end
            rshift_1: begin
                read_en <= 4'd0; 
                write_en <=     16'b0001000000000000;  
                inc_en <=       16'b0000000000000000;
                clr_en <=       16'b0000000000000000;
                alu_op <= 3'd6; 
                next <=  rshift_1x;
            end
            rshift_1x: begin
                read_en <= 4'd0; 
                write_en <=     16'b0001000000000000;  
                inc_en <=       16'b0000000000000010;
                clr_en <=       16'b0000000000000000;
                alu_op <= 3'd0;  
                next <= fetch1;
            end
            inac1: begin
                read_en <= 4'd0; 
                write_en <=     16'b0000000000000000;   
                inc_en <=       16'b0000000000010010; 
                clr_en <=       16'b0000000000000000;
                alu_op <= 3'd0;
                next <=  fetch1;
            end
            jpnz1: begin
                read_en <= 4'd0; 
                write_en <=     16'b0000000000000000;  
                inc_en <=       16'b0000000000000010;
                clr_en <=       16'b0000000000000000;
                alu_op <= 3'd0;
                if (z == 1)
                    next <= fetch1;
                else if(z==0)
                    next <= jpnz2;
            end
            jpnz2: begin
                read_en <= 4'd4;  
                write_en <=     16'b0000000000000010;  
                inc_en <=       16'b0000000000000000; 
                clr_en <=       16'b0000000000000000;
                alu_op <= 3'd0;
                next <= fetch1;
            end
             endop: begin
                read_en <= 4'd12;
                write_en <=     16'b0000000000000000 ;
                inc_en <=       16'b0000000000000000 ;
                clr_en <=       16'b0000000000000000;
                alu_op <= 3'd0;
                next <= endop;
                end
            nop1: begin
                read_en <= 4'd0;
                write_en <=     16'b0000000000000000 ;
                inc_en <=       16'b0000000000000010 ;
                clr_en <=       16'b0000000000000000;
                alu_op <= 3'd0;
                next <= fetch1;
                end
            clac1 : begin
                read_en <= 4'd0;
                write_en <=     16'b0000000000000000 ;
                inc_en <=       16'b0000000000000010 ;
                clr_en <=       16'b0000000000010000;
                alu_op <= 3'd0;
                next <= fetch1;
            end
            default : begin
                read_en <= 4'd0;
                write_en <=     16'b0000000000000000 ;
                inc_en <=       16'b0000000000000000 ;
                clr_en <=       16'b0000000000000000;
                alu_op <= 3'd0;
                next <= fetch1;
            end
    endcase 
	 end  
endmodule
==> ./run.sh <==
#!/bin/bash
# OpenROAD 26Q1-2900-gdf79404cd8, Yosys 0.63+post, stock flow scripts
make -C /OpenROAD-flow-scripts/flow DESIGN_CONFIG=/design/flow/config.mk WORK_HOME=/design/flow/orfs finish
==> ./config.mk <==
export PLATFORM = sky130hd
export DESIGN_NAME = control
export DESIGN_NICKNAME = control
export VERILOG_FILES = /design/flow/design.v
export SDC_FILE = /design/flow/constraint.sdc
export NUM_CORES = 4
export LEC_CHECK = 1
export CORE_AREA = 10 10 98 98
export DIE_AREA = 0 0 108 108
==> ./constraint.sdc <==
current_design control

set clk_period 3.2
set clk_io_pct 0.2

create_clock -name clk0 -period $clk_period [get_ports {clk}]

set non_clock_inputs [all_inputs -no_clocks]
set_input_delay [expr $clk_period * $clk_io_pct] -clock clk0 $non_clock_inputs
set_output_delay [expr $clk_period * $clk_io_pct] -clock clk0 [all_outputs]
==> flow_summary.ini <==
; synthesis and place-and-route metrics
[run_status]
outcome = finished clean

[die]
die_span_in_x_um = 108
core_util_floorplan_pct = 24.3
io_pins = 80
overall_die_area_um2 = 11700
die_y_um = 108
num_rows = 32
core-area_um2 = 7650

[place]
placer_congestion_estimate = 0.948
detailed_place.area_um2 = 2310
place.port_buffers = 50
placed_cells_incl_taps = 397
placement.setup.worst_slack_ns = 0.525
dp_hpwl_um = 4980

[worst_hold_path]
min_delay_worst_endpoint = end_process$_DFF_P_
min_delay_path_depth = 3
worstHoldStart = present[1]$_DFF_P_
timing.hold.worst.class = flop to flop

[critical_path]
path_class = flop to output port
reg2reg_setup_slack_ns = 1.74
setup.worst_path.start = present[0]$_DFF_P_
worst-endpoint-arrival_ns = 2.29
critPathMaxFanout = 22
worstSetupEndpointType = output port
timing.critical_path.from_type = flop
crit_required_ns = 2.56
r2r-start = present[5]$_DFF_P_
reg2reg_to = end_process$_DFF_P_
r2r.worst_path.cells = 4

[logic_synthesis]
netlist_top_cells_area = sky130_fd_sc_hd__buf_4 (13%), sky130_fd_sc_hd__dfxtp_1 (7.5%), sky130_fd_sc_hd__buf_6 (4.8%)
yosysUniqueCellTypes = 69
ys_cells = 259
syn_inst = 259
ys_ff = 13
yosys.area.top_type_share_pct = 12.9
edf_count = 0
synthesis.yosys.warnings = 1
post_synth.cell_area_avg_um2 = 7.18
flop_cell = sky130_fd_sc_hd__dfxtp_1
yosys.area.top_type = sky130_fd_sc_hd__buf_4
netlist_area_um2 = 1860
ys_async_sr_fraction_pct = 0
yosys-stat-area_um2 = 1860

[power]
power.switching_uw = 48.8
pwr-share-comb_pct = 13.4
switching_share_pct = 19.6
power.sequential.fraction_pct = 35.2
power.share.clock_pct = 51.4
internal_power_uw = 200
powerDensity_nw_per_um2 = 105
ir_drop_mv = 0.0574
p_leak_uw = 0.000817

[final_layout]
layout_top_cells_excl_fill_tap = sky130_fd_sc_hd__clkdlybuf4s50_1 (50), sky130_fd_sc_hd__conb_1 (29), sky130_fd_sc_hd__a21oi_1 (16)
finish.cell_count_without_fillers = 401
layout.filler_cells = 808
area_growth_pct = 26.8
mostFrequentLayoutCell = sky130_fd_sc_hd__clkdlybuf4s50_1
finalInstanceArea_um2 = 2360
final_layout_size_suffix_gt1_share_pct = 9.70

[clocking]
cts.repair_timing.setup_buffer_count = 0
root_buffer = sky130_fd_sc_hd__clkbuf_8
cts.repair.resized = 0
cts-buffers-inserted = 3
clock_path_buffers = 2
ctsHtreeMaxLevel = 1
tritoncts = yes
clk-insertion-delay-late_ns = 0.23
clk_pin_slew_ns = 0.05
cts.hold.buffers_added = 0

[sta]
timing.max_slew.rel_slack_pct = 49.3
unclocked_pins = 6
finalHoldViolations = 0
endpoints_left_unconstrained = 12
timing.clock.skew_ns = 0.00903
hold_slack_ns = 0.872
clock.fmax_mhz = 341
worst_pin_slew_ns = 0.759
grt_setup_unrepaired = false
finalClockPeriodUsage_pct = 91.6
timing.final.setup_violations = 0
final_critical_path_setup_slack_ns = 0.267
layout_min_cycle_time_ns = 2.93
final-max-slew-violation-count = 0
fin_setup_tns_ns = 0

[global_route]
first_global_vias = 2026
number_of_antenna_violations_at_the_first_check_in_global_routing = 0
grt_first_pass_wirelength_um = 9900
gr-usage-all-layers_pct = 10.2
globalRouteOverflowTotal = 0
maximum_number_of_pins_on_one_net_before_global_route_repair = 42

[detailed_routing]
vias_per_cell = 5.00
route.detailed.drc = 0
postRouteWirelength_um = 6370
postRouteAntennaNets = 0
drt_pass1_iterations = 4
detail_route.wl_per_cell_um = 15.9
antenna_diodes = 0
num_vias = 2007
detail_route.iter0.violations = 131

[run]
openroad.warnings = 25
max-cap-violations = 0
## synthesized netlist by cell type (3+ instances only)
cell	n
sky130_fd_sc_hd__dfxtp_1	7
sky130_fd_sc_hd__nand2b_1	13
sky130_fd_sc_hd__buf_2	13
sky130_fd_sc_hd__nand2_1	11
sky130_fd_sc_hd__a22o_1	3
sky130_fd_sc_hd__inv_1	4
sky130_fd_sc_hd__buf_4	32
sky130_fd_sc_hd__dlxtn_1	6
sky130_fd_sc_hd__nor3_1	13
sky130_fd_sc_hd__nor2_1	15
sky130_fd_sc_hd__nand3_1	8
sky130_fd_sc_hd__nor4_1	7
sky130_fd_sc_hd__a21oi_1	16
sky130_fd_sc_hd__or3b_1	3
sky130_fd_sc_hd__o21ai_0	12
sky130_fd_sc_hd__nand3b_1	3
sky130_fd_sc_hd__nand4_1	5
sky130_fd_sc_hd__buf_6	8
sky130_fd_sc_hd__o22ai_1	10
## layer usage
metal	GRT usage [%]	up-vias	share of wire, %
li1	-	980	-
met5	0	-	0
met2	16.7	91	48
met3	1.69	14	7.7
met4	3.91	0	2.8
met1	13.1	922	42
## how the worst max path moves through the flow
| stage | endpoint | slack (ns) | depth (start not counted) |
|---|---|---|---|
| after global routing | alu_op[2] | 0.09 | 5 |
| final | write_en[12] | 0.27 | 5 |
| after CTS | write_en[12] | 0.26 | 5 |
## critical path, stage by stage (launching register included)
cell and delay [ns]:
sky130_fd_sc_hd__dfxtp_1 0.81, sky130_fd_sc_hd__buf_4 0.31, sky130_fd_sc_hd__a31oi_1 0.10, sky130_fd_sc_hd__o22a_1 0.20
sky130_fd_sc_hd__o22ai_1 0.15, sky130_fd_sc_hd__clkdlybuf4s50_1 0.49
## cell families after synthesis
family / count (synthesis) / share of synthesized area, %
latches: 6 / 4.84
buffers and inverters: 61 / 22.9
other: 1 / 0.202
adders and majority gates: 2 / 1.14
DFF: 7 / 7.53
and+or+nand+nor: 100 / 30.8
AOI/OAI and AO/OA: 76 / 28.6
muxes: 2 / 1.14
xor gates and xnor gates: 4 / 2.89
## power groups by stage
stage	combinational (uW)	sequential (uW)	clock (uW)
CTS	34.8	87.6	130
global route	36.9	87.5	135
finish	33.2	87.6	128
## layout make-up
cell class	count	area, um^2	share of cell area (%)
clock buffer	4	45.0	1.91
inverter	6	22.5	0.955
multi-input combinational	213	1310	55.5
sequential	13	230	9.76
tap	102	128	5.41
timing repair buffer	63	623	26.4
## registers in the layout (all words and copies together) (netlist names)
name / count
next: 6
present: 6
end_process: 1
## through the flow
stage	power [uW]	util, %
CTS	252	30.8
global route	259	30.8
global placement	124	30.3
detailed placement	123	30.3
finish	249	30.8
floorplan	117	-
Power is estimated from default activity; no workload was simulated.
