--- run.sh ---
#!/bin/bash
# OpenROAD 26Q1-2900-gdf79404cd8, Yosys 0.63+post, stock flow scripts
make -C /OpenROAD-flow-scripts/flow DESIGN_CONFIG=/design/flow/config.mk WORK_HOME=/design/flow/orfs finish
--- constraint.sdc ---
current_design im_core_select

set clk_period 1.0
set clk_io_pct 0.2

create_clock -name clk0 -period $clk_period [get_ports {clk}]

set non_clock_inputs [all_inputs -no_clocks]
set_input_delay [expr $clk_period * $clk_io_pct] -clock clk0 $non_clock_inputs
set_output_delay [expr $clk_period * $clk_io_pct] -clock clk0 [all_outputs]
--- config.mk ---
export PLATFORM = sky130hd
export DESIGN_NAME = im_core_select
export DESIGN_NICKNAME = im_core_select
export VERILOG_FILES = /design/flow/design.v
export SDC_FILE = /design/flow/constraint.sdc
export NUM_CORES = 4
export LEC_CHECK = 1
export CORE_AREA = 10 10 71 71
export DIE_AREA = 0 0 81 81
--- design.v ---
module im_core_select (
    input [17:0] ins_in,
    input clk,
    output reg [17:0] core1,
    output reg [17:0] core2,
    output reg [17:0] core3,
    output reg [17:0] core4
);
always @(posedge clk) begin
    core1 <= ins_in;
    core2 <= ins_in;
    core3 <= ins_in;
    core4 <= ins_in;
end
endmodule
==> summary.txt <==
The following summarizes the physical implementation.

Yosys
The unique cell type count in the Yosys netlist is 2. The arithmetic-cell share of the synthesized area counting full adders, half adders and majority gates is 0%. After synthesis, the largest family of logic cells by area is buffers and inverters.

Per the synthesis report, the dominant area consumer among library cells is sky130_fd_sc_hd__buf_4. The number of instances in the synthesized netlist is approximately 72. The area fraction in mux cells is 0%. The commonest cells after synthesis are 54 x sky130_fd_sc_hd__buf_4, 18 x sky130_fd_sc_hd__dfxtp_1. The synthesized netlist devotes 0% of its cell area to simple gates. In this run, synthesis produced a sequential element count of 18.

The part of the Yosys area used for sequential elements is a little under half. The most frequent cell after synthesis is sky130_fd_sc_hd__buf_4. In this run, the synthesized area fraction spent on xor and xnor cells is recorded as 0%. The yosys warning tally is 1. For reference, the top cells by area after synthesis are sky130_fd_sc_hd__buf_4 53%, sky130_fd_sc_hd__dfxtp_1 47%.

The share of synthesized area in the top cell type comes to roughly 53%. The chip area line in the Yosys stat output reads roughly 770 sq um. Per the Yosys statistics, synthesis produced approximately 72 cells. The number of flops mapped to enable cells by yosys is 0. The post-synthesis instance area is around 770 sq um. The area fraction in compound gates after synthesis is 0%. The mean cell area of the mapped netlist is 10.6 sq um.

The top flip-flop cell by instance count after synthesis is sky130_fd_sc_hd__dfxtp_1. For this run, asynchronously set or reset flops after synthesis account for 0%.

STA
The final-report max-slew violation count is 0. Setup repair after global routing could not meet its margin everywhere. Endpoints with negative setup slack in the final report add up to 0. The clock period minus worst slack is approximately 1 ns. Per the final timing report, the hold violations number 0.

The maximum clock frequency is roughly 1000 MHz. The worst relative slew slack is approximately 95%. The pin closest to its max-slew limit shows a slew of between 0.07 and 0.08 ns. The minimum setup slack in the final design is approximately 0.0026 ns. Post-route period utilization is reported as 99.7%.

Floorplanning
The core box area is between 0.003 and 0.004 sq mm. The chip height is between 80 and 90 um. According to the floorplan report, the die width is slightly above 80 um. The initial utilization of the core area, before any placement, comes to 21.1%. According to the I/O placement log, the pin count is between 90 and 100. The floorplan row count is 22. The chip occupies between 0.006 and 0.007 sq mm.

Clocking
TritonCTS built the clock tree. The sink count of the clock tree is 18. TritonCTS created 3 clock buffers.

The cell sitting at the root of the clock tree is a sky130_fd_sc_hd__clkbuf_8. The deepest clock path buffer count is 2. After clock tree synthesis, the clock-pin slew on the worst setup and hold paths is roughly 0.07 ns. The count of H-tree levels built during CTS is 1.

The hold-fix buffer count after cts is 0.

Routing
The diode insertion count for antenna repair is 0. The number of remaining DRC errors is 0. The detailed-router iteration count before antenna repair is 2. In the final routed layout, each cell accounts on average for approximately 14 um. The total via count in the routed design is about 580. The total routed wirelength is about 2500 um. The count of antenna-violating nets left after detailed routing is 0. The first-iteration detailed-routing DRC count is 3. The average vias per placed instance is 3.36.

Layout
The ratio of cells with drive above 1 in the final layout is approximately 80%. The flip-flop count of the largest register after layout is 18. The number of cells in the finished layout apart from fillers is between 150 and 200. Ranked by flip-flop count, first place goes to core4. In the final layout, the registers with the most flip-flops are core4: 18 flops. The area of the multi-input gates is 0 sq um. The area overhead of the layout relative to synthesis is 83.5%. The finished cells cover between 0.001 and 0.0015 sq mm. In the final layout, the fill cell count is between 300 and 400.

The number of multi-input combinational cells in the layout is 0.

Global routing
The pin count of the biggest net entering global routing is 11. The first global-routing pass estimated around 3700 um of wire. The total overflow left after global routing is 0. The initial antenna violation count came to 0. The via count of the first global-routing pass is around 670. Global routing used 6.87% of the available tracks across all layers.

Worst setup path
The OpenROAD report gives the critical path a data arrival time of around 0.80 ns. The worst setup path is captured at a primary output. The critical-path maximum fanout is 3. STA puts the critical path data required time at about 0.80 ns. By startpoint and endpoint, the worst setup path is classified as register to primary output.

The kind of start point of the critical path is a register.

Hold path
The tightest min-delay check is of the input port to register type. The worst hold path stage count is 1.

Power and ir drop
The maximum VDD drop is between 0.5 and 0.6 mV. The ratio of total power to cell area is ~1200 mW/mm^2. For this design the static power due to leakage is ~0.00069 uW. Power comes to 1720 uW.

Placed design
RePlAce ended its routability-driven mode at a weighted congestion of roughly 0.69. The detailed placer reported the number of placed instances as 156. During placement, the flow inserted port buffers numbering roughly 90. The worst slack after detailed placement is -0.0794 ns. The placement stage leaves a total instance area of between 0.001 and 0.0015 sq mm.

Flow run
The max-cap violation count is 0. The tally of OpenROAD warnings is 27.

Outcome
The run finished with clean final reports.
==> cell type report <==
cell class | count | area, sq um | share of cell area [%]
timing repair buffer | 103 | 907 | 64.6
sequential | 18 | 383 | 27.2
tap | 48 | 60.1 | 4.27
clock buffer | 4 | 55.1 | 3.92
==> cell families after synthesis <==
logic type and Yosys count:
flops 18, buf+inv 54
==> critical path: stages, from the launching register on <==
cell	delay, ns
sky130_fd_sc_hd__dfxtp_2	0.33
sky130_fd_sc_hd__buf_6	0.12
sky130_fd_sc_hd__buf_6	0.10
==> routing by layer <==
| layer | global-route usage [%] | part of all wire, % | vias to the layer above |
|---|---|---|---|
| li1 | - | - | 269 |
| met1 | 7.11 | 34 | 260 |
| met2 | 11.9 | 49 | 47 |
| met3 | 4.34 | 16 | 5 |
| met4 | 0.865 | 1.2 | 0 |
| met5 | 0 | 0 | - |
==> report_power, final <==
group	internal (uW)	switching, uW
clock network	349	233
logic	280	66.6
registers	765	31.7
==> path summary, 6_finish.rpt <==
kind / startpoint / to / slack [ns]
worst max-delay path: core4[6] / core3[6] / 0.003
worst min-delay path: ins_in[17] / core4[17] / 0.38
==> cells in the final DEF, fill, tap and decap left out, drive strengths merged <==
cell type / count
buf: 46
clkdlybuf4s15: 4
clkdlybuf4s50: 18
dfxtp: 18
clkbuf: 39
==> per-stage QoR <==
step | setup TNS [ns] | hold WS [ns] | utilization (%)
after global placement | -1.97 | 0.652 | 36.4
final | 0 | 0.381 | 38.7
after detailed placement | -2.89 | 0.652 | 36.4
after global routing | -0.868 | 0.372 | 38.7
after floorplan | 0 | 0.228 | -
after CTS | -0.0774 | 0.372 | 40.4
==> timing repair <==
item,in CTS,in global routing
gates resized,222,53
setup buffers,13,0
gates cloned,0,0
setup endpoints to repair,72,68
Power and IR drop assume default switching activity.
