File: ./run.sh
#!/bin/bash
# OpenROAD 26Q1-2900-gdf79404cd8, Yosys 0.63+post, stock flow scripts
make -C /OpenROAD-flow-scripts/flow DESIGN_CONFIG=/design/flow/config.mk WORK_HOME=/design/flow/orfs finish
File: ./config.mk
export PLATFORM = sky130hd
export DESIGN_NAME = addr_map
export DESIGN_NICKNAME = addr_map
export VERILOG_FILES = /design/flow/design.v
export SDC_FILE = /design/flow/constraint.sdc
export NUM_CORES = 4
export LEC_CHECK = 1
export CORE_AREA = 10 10 108 108
export DIE_AREA = 0 0 118 118
File: ./constraint.sdc
current_design addr_map

set clk_period 3.9
set clk_io_pct 0.2

create_clock -name clk0 -period $clk_period [get_ports {clk}]

set non_clock_inputs [all_inputs -no_clocks]
set_input_delay [expr $clk_period * $clk_io_pct] -clock clk0 $non_clock_inputs
set_output_delay [expr $clk_period * $clk_io_pct] -clock clk0 [all_outputs]
File: ./design.v
module addr_map(
	    input clk,
		 input [11:0] addr2,
		 input [11:0] addr3,
		 input [11:0] addr4,
		 input [5:0] instr_fb,
		 output reg [11:0] addr2_reg,
		 output reg [11:0] addr3_reg,
		 output reg [11:0] addr4_reg
	);
	always @(posedge clk) begin
		if (instr_fb != 6'd5 && addr2 != 12'd4091) begin
		 addr2_reg <= addr2-12'd9;
		 addr3_reg <= addr3-12'd18;
		 addr4_reg <= addr4-12'd27;
		end
		else begin
			addr2_reg <= addr2;
		 	addr3_reg <= addr3;
		 	addr4_reg <= addr4;
		end
	end
endmodule
==> changes_impl.md <==
### Metrics

* Chip Area, Yosys at 1548 µm²
* Top Usage Layer GRT: met2
* Post-synth top area cell: dfxtp_1
* Slew Limit Headroom at 0.6032
* Asr flop ratio synth at 0
* Worst EP arrival at 2.75 ns
* Final period utilization at 0.6511
* Yosys reg bits at 36
* Max Cap Viol at 0
* First-pass GRT wire length at 8010 µm
* Area Growth Syn to Fin at 66.69%
* Synth area leaders: dfxtp_1 47%, xor2_1 9.6%, xnor2_1 8.5%, nor4_1 4.9%, ha_1 3.2%
* Fin worst setup slack at 1.361 ns
* Worst min path class: input pin to register
* Root Driver: clkbuf_8
* Log Warnings at 26
* First-pass DRT Iterations at 4
* Post-Synthesis Cells at 149
* IR drop worst, VDD at 135.0 µV
* Cts repair resizes at 0
* Final hold vios at 0
* Final Setup Violations at 0
* Final ANT Viol Nets at 0
* Worst Tran Pin Value at 0.5933 ns
* Crit Path Max Fanout at 11
* Worst Setup Path Type: input pin to register
* Slew Limit Fails at 0
* Top cell area share at 0.4656
* Worst setup SP type: input pin
* Non-filler cells, final at 362
* Total CTS buffers at 5
* Core footprint at 9284 µm²
* Required @ worst endpoint at 4.11 ns
* Fin Setup TNS at 0 ns
* Vias in the first global route at 1399
* Num Clock Sinks at 36
* Max Clk Rate at 393.8 MHz
* Number of I/O pins at 79
* CTS tree: yes
* Synthesized area per cell at 10.39 µm²
* Maximum clock path buffer count at 2
* Placer congestion estimate at 0.8118
* Total length of routed wires at 5151 µm
* Cell count after placement at 354
* Top FF cell, synth: dfxtp_1
* # DRC at 0
* Top Layout Cells: 78 x clkdlybuf4s50_1, 36 x dfxtp_1, 17 x xor2_1
* Antenna violations before repair at 0
* # hold bufs at CTS at 0
* Worst Setup SP: addr2[1]
* Warnings from Yosys at 1
* Gr usage total at 0.07243
* M1 GR Usage at 0.09800
* Cells in synth_stat.txt at 149
* H-Tree Depth at 2
* Synthesized area at 1548 µm²
* RSZ-0062 raised after global routing: false
* Lkg Pwr at 0.9591 nW
* Outcome: complete, no violations
* HPWL Detailed at 4343 µm
* Layout cells sized above 1 at 0.07296
* Crit end category: register
* Ant diodes at 0
* Fp util at 0.1667
* Detailed Route Iter0 Violations at 41
* Sequential area share after synthesis at 0.4656
* Rows at 35
* Post-CTS setup buffer count at 0
* Worst slack, placed at 1.090 ns
* Overflow after GRT at 0
* Largest net degree at the start of global routing at 14
* CTS clk-pin slew, worst paths at 0.07 ns
* Critical Path Sink: addr4_reg[0]
* Fin crit period at 2.539 ns
* Met3 usage at 0.03306
* Vias per cell at 3.798
* Number of enable flip-flop cells at 0
* Routed len/inst at 14.23 µm
* PwrDens at 332.5 nW/µm²
* Distinct lib cells at 37
* Via count at 1375
* Die X at 118 µm
* IO Port Bufs at 78
* Met2 usage at 0.1077
* Dominant logic cell type in the layout: clkdlybuf4s50_1
* Die area at 13920 µm²
* Die H at 118 µm
[metal layers]
| metal | wire length (µm) | vias up |
|---|---|---|
| met5 | 0 | - |
| met4 | 48 | 0 |
| met3 | 512 | 7 |
| met2 | 2230 | 62 |
| met1 | 2360 | 606 |
| li1 | - | 700 |
[final cells by class]
cell class	instances	area, µm²
fill	998	6704
timing repair buffer	80	795.8
multi-input combinational	105	794.5
sequential	36	720.7
tap	129	161.4
clock buffer	6	82.58
inverter	4	15.01
clock inverter	2	10.01
[cells by family after synthesis]
group,Yosys count,share of synthesized area
adder cells (fa/ha/maj),4,0.03234
flip-flops,36,0.4656
XOR/XNOR,32,0.1811
buffers and inverters,8,0.02102
AND/OR/NAND/NOR,55,0.2344
multiplexers,1,0.007275
AND-OR/OR-AND,13,0.05821
[per-stage QoR]
stage	area, µm²	util	hold WS (ns)	power (mW)
3_5_place_dp	2487	0.2679	1.241	0.5980
5_1_grt	2580	0.2779	0.9507	0.9062
2_1_floorplan	1548	-	0.8077	0.4553
6_report	2580	0.2779	0.9406	0.8579
4_1_cts	2580	0.2779	0.9382	0.8717
3_3_place_gp	2487	0.2679	1.237	0.5974
[synthesized netlist by cell type (all sizes together), types with 3 or more instances]
cell type and number:
ha 4, inv 4, nand4 5, nor2 9
nand2 3, or3 4, nand3 6, o21ai 4
dfxtp 36, xnor2 15, xor2 17, nor4 13
nor3 6
[report_power, final]
group	switching, mW	total [mW]	internal (mW)	leakage (nW)
sequential	0.00845	0.410	0.402	0.304
clock	0.132	0.273	0.141	0.0510
combinational	0.0561	0.175	0.119	0.604
[worst max-delay path, stage by stage]
cell and delay [ns]:
clkdlybuf4s50_1 0.52, ha_1 0.22, nand4_4 0.12, or4_1 0.72, nand2_1 0.24, xnor2_1 0.14
[how the worst min path moves through the flow]
stage | from | end | depth (start not counted)
6_report | addr3[0] | addr3_reg[0] | 1
4_1_cts | addr3[0] | addr3_reg[0] | 1
5_1_grt | addr3[0] | addr3_reg[0] | 1
No activity file was given, so power comes from the tool's default toggle rates.
